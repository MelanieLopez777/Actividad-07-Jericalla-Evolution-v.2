==> ./design.v <==
`timescale 1ns/1ns
module alu(
	input [3:0] op,
 	input [31:0] din1_alu,
 	input [31:0] din2_alu,
 	output reg [31:0] result_alu,
 	output reg ZF
);
always @* begin
 	case(op)
 		4'b0000: result_alu = din1_alu & din2_alu;
 		4'b0001: result_alu = din1_alu | din2_alu;
 		4'b0010: result_alu = din1_alu + din2_alu;
 		4'b0110: result_alu = din1_alu - din2_alu;
 		4'b0111: result_alu = (din1_alu < din2_alu)?32'd1:32'd0;
 		4'b1100: result_alu = ~(din1_alu | din2_alu);
 	endcase
	if (result_alu == 32'b00000000000000000000000000000000) begin
		ZF = 1'b1;
	end
	else begin
		ZF = 1'b0;
	end
end
 endmodule
`timescale 1ns/1ns
module banco_de_registros(
    input wire [4:0] read_address_1,
    input wire [4:0] read_address_2,
    input wire [4:0] write_address,
    input wire [31:0] data_write,
    input wire write_enable,
	output reg [31:0] data_register_1,
    output reg [31:0] data_register_2
);
reg [31:0] mem [0:31];
always @* begin
    if (write_enable == 1'b1) begin
        mem[write_address] = data_write;
    end
    else begin
        data_register_1 = mem[read_address_1];
        data_register_2 = mem[read_address_2];
    end
end
endmodule
`timescale 1ns / 1ns
module buffer1
(
	input i_uc_e_read_ram, 			 
	input i_uc_e_write_ram,
	input i_uc_demux,
	input [3:0] i_uc_alu_opcode, 
	input i_uc_e_write_br,
	input [31:0] i_DR1,
	input [31:0] i_DR2,        
	input clk,
	output reg o_uc_e_read_ram, 
	output reg o_uc_e_write_ram,
	output reg o_uc_demux,
	output reg [3:0] o_uc_alu_opcode, 
	output reg o_uc_e_write_br,
	output reg [31:0] o_DR1,
	output reg [31:0] o_DR2
);
always @ (posedge clk) begin
	o_uc_e_read_ram <= i_uc_e_read_ram;
	o_uc_e_write_ram <= i_uc_e_write_ram;
	o_uc_demux <= i_uc_demux;
	o_uc_e_write_br <= i_uc_e_write_br;
	o_DR1 <=i_DR1;
	o_DR2 <= i_DR2;
	end
endmodule
`timescale 1ns / 1ns
module buffer2
(
	input i_uc_e_read_ram, 			 
	input i_uc_e_write_ram,
	input i_uc_e_write_br,
	input [31:0] i_result_demux,
	input [31:0] i_DR2,        
	input clk,
	output reg o_uc_e_read_ram, 
	output reg o_uc_e_write_ram,
	output reg o_uc_e_write_br,
	output reg [31:0] o_address_ram,
	output reg [31:0] o_din_ram
);
always @ (posedge clk) begin
	o_uc_e_read_ram <= i_uc_e_read_ram;
	o_uc_e_write_ram <= i_uc_e_write_ram;
	o_uc_e_write_br <= i_uc_e_write_br;	
	o_address_ram <= i_result_demux;
	o_din_ram <= i_DR2;
	end
endmodule
`timescale 1ns / 1ns
module contador(
	input clk,
	input wire reset,
	output reg o_e_write_br,
	output reg selector_demux
);
reg [1:0] contador_pulsos;
always @(posedge clk) 
	begin
	if(reset == 1'b1)
		begin
			contador_pulsos = 1'b0;
			o_e_write_br = 1'b0;
			selector_demux = 1'b0;
		end
	else if(contador_pulsos < 2)
		begin
			contador_pulsos = contador_pulsos + 1;
			selector_demux = 1'b0;
		end
	else
		begin
			selector_demux = 1'b1;
			o_e_write_br = 1'b0;
			contador_pulsos = 1'b0;
		end
	end
endmodule
`timescale 1ns / 1ns
module contador_de_programa(
	input clk,
	input wire reset,
    input wire [6:0] cantidad_instrucciones,
	output reg [6:0] o_contador,
    output reg read_e_mem_instrucciones
);
reg [1:0] contador_pulsos;
reg [6:0] contador_programa;
always @(posedge clk) begin
	if(reset == 1'b1)
		begin
            read_e_mem_instrucciones = 1'b1;
            contador_pulsos = 1'b0;
			contador_programa = 1'b0;
		end
	else if(contador_pulsos < 2'd2)
		begin
            contador_pulsos = contador_pulsos + 1'b1;
		end
	else
		begin
            contador_pulsos = 1'b0;
            if(contador_programa < cantidad_instrucciones)
                begin
                    contador_programa = contador_programa + 1'b1;
                    o_contador = contador_programa;
                end
            else
                begin
                    contador_programa = 7'd0;
                    o_contador = contador_programa;
                    read_e_mem_instrucciones = 1'b0;
                end
        end
end
endmodule
`timescale 1ns/1ns
module demultiplexor (
    input wire selector,
    input wire [31:0] i_data,
    output reg [31:0] o_data_ram,
    output reg [31:0] o_data_alu
);
always @* begin
    if (selector == 1'b1) begin
        o_data_ram = i_data;
    end
    else begin
        o_data_alu = i_data;
    end
end
endmodule
`timescale 1ns / 1ns
module demultiplexor2(
	input i_contador,
	input i_uc_e_write_br,
	input i_contador_e_write_br,
	output reg dout_demux2
);
always @* begin
	if(i_contador == 1'b1)
		begin
			dout_demux2 = i_contador_e_write_br;
		end
	else 
		begin
			dout_demux2 = i_uc_e_write_br;
		end
end
endmodule
`timescale 1ns/1ns
module jericalla_evolucion(
    input wire clk,
	input wire reset,
    input wire [6:0] cantidad_instrucciones,
    output [31:0] data_out,
    output zf
);
wire [6:0] wire_pc_o_contador;
wire wire_pc_read_e_mem_instrucciones;
wire [18:0] wire_mi_instruction;
wire        wire_cu_write_enable_rb;
wire        wire_cu_read_ram;
wire        wire_cu_write_ram;
wire [3:0]  wire_cu_alu_opcode;
wire        wire_cu_demultiplexor;
wire wire_contador_e_write_br;
wire wire_selector_demux;
wire [31:0] wire_rb_data_register_1;
wire [31:0] wire_rb_data_register_2;
wire        wire_buffer_1_uc_e_read_ram;
wire        wire_buffer_1_uc_e_write_ram;
wire        wire_buffer_1_uc_demux;
wire [3:0]  wire_buffer_1_uc_alu_opcode; 
wire        wire_buffer_1_uc_e_write_br;
wire [31:0] wire_buffer_1_data_register_1;
wire [31:0] wire_buffer_1_data_register_2;
wire        wire_buffer_2_uc_e_read_ram;
wire        wire_buffer_2_uc_e_write_ram;
wire        wire_buffer_2_uc_e_write_br;
wire [31:0] wire_buffer_2_address_ram;
wire [31:0] wire_buffer_2_din_ram;
wire [31:0] wire_demux_data_ram;
wire [31:0] wire_demux_data_alu;
wire wire_demux2_dout;
wire [31:0] wire_alu_result;
contador_de_programa contador_de_programa_inst
(
	.clk(clk),
	.reset(reset),
    .cantidad_instrucciones(cantidad_instrucciones),
	.o_contador(wire_pc_o_contador),
    .read_e_mem_instrucciones(wire_pc_read_e_mem_instrucciones)
);
memoria_de_instrucciones memoria_de_instrucciones_inst
(
	.read_enable(wire_pc_read_e_mem_instrucciones),
    .address(wire_pc_o_contador),
    .o_data(wire_mi_instruction)
);
unidad_control unidad_control_inst
(
	.instruction(wire_mi_instruction[18:15]),
	.write_enable_RB(wire_cu_write_enable_rb),
	.read_ram(wire_cu_read_ram),
	.write_ram(wire_cu_write_ram),
	.alu_opcode(wire_cu_alu_opcode),
	.demultiplexor(wire_cu_demultiplexor)
);
contador contador_inst(
	.clk(clk),
	.reset(reset),
	.o_e_write_br(wire_contador_e_write_br),
	.selector_demux(wire_selector_demux)
);
banco_de_registros banco_de_registros_inst(
    .read_address_1(wire_mi_instruction[9:5]),
    .read_address_2(wire_mi_instruction[4:0]),
    .write_address(wire_mi_instruction[14:10]), 
    .data_write(wire_alu_result),
    .write_enable(wire_demux2_dout), 
    .data_register_1(wire_rb_data_register_1),
    .data_register_2(wire_rb_data_register_2)
);
buffer1 buffer1_inst(
	.i_uc_e_read_ram(wire_cu_read_ram),
	.i_uc_e_write_ram(wire_cu_write_ram),
	.i_uc_demux(wire_cu_demultiplexor),
	.i_uc_alu_opcode(wire_cu_alu_opcode), 
	.i_uc_e_write_br(wire_cu_write_enable_rb),
	.i_DR1(wire_rb_data_register_1),
	.i_DR2(wire_rb_data_register_2),
	.clk(clk),
	.o_uc_e_read_ram(wire_buffer_1_uc_e_read_ram),
	.o_uc_e_write_ram(wire_buffer_1_uc_e_write_ram),
	.o_uc_demux(wire_buffer_1_uc_demux),
	.o_uc_alu_opcode(wire_buffer_1_uc_alu_opcode), 
	.o_uc_e_write_br(wire_buffer_1_uc_e_write_br),
	.o_DR1(wire_buffer_1_data_register_1),
	.o_DR2(wire_buffer_1_data_register_2)
);
demultiplexor demultiplexor_inst(			
    .selector(wire_buffer_1_uc_demux),
    .i_data(wire_buffer_1_data_register_1),
    .o_data_ram(wire_demux_data_ram),
    .o_data_alu(wire_demux_data_alu)
);
demultiplexor2 demultiplexor2_inst( 
	.i_contador(wire_selector_demux),
	.i_uc_e_write_br(wire_buffer_2_uc_e_write_br),
	.i_contador_e_write_br(wire_contador_e_write_br),
	.dout_demux2(wire_demux2_dout)
);
alu alu_inst(
	.op(wire_cu_alu_opcode),
 	.din1_alu(wire_demux_data_alu),
 	.din2_alu(wire_buffer_1_data_register_2),
 	.result_alu(wire_alu_result),
 	.ZF(zf)
);
buffer2 buffer2_inst
(
	.i_uc_e_read_ram(wire_buffer_1_uc_e_read_ram),
	.i_uc_e_write_ram(wire_buffer_1_uc_e_write_ram),
	.i_uc_e_write_br(wire_buffer_1_uc_e_write_br),
	.i_result_demux(wire_demux_data_ram),
	.i_DR2(wire_buffer_1_data_register_2),
	.clk(clk),
	.o_uc_e_read_ram(wire_buffer_2_uc_e_read_ram),
	.o_uc_e_write_ram(wire_buffer_2_uc_e_write_ram),
	.o_uc_e_write_br(wire_buffer_2_uc_e_write_br),
	.o_address_ram(wire_buffer_2_address_ram),
	.o_din_ram(wire_buffer_2_din_ram)
);
ram ram_inst(
	.address(wire_buffer_2_address_ram),
	.din(wire_buffer_2_din_ram),
	.write_enable(wire_buffer_2_uc_e_write_ram),
    .read_enable(wire_buffer_2_uc_e_read_ram),
	.dout(data_out)
);
endmodule
module memoria_de_instrucciones(
    input wire read_enable,
    input [6:0] address,
    output reg [18:0] o_data
);
reg [18:0] mem [0:99];
always @* begin
    if (read_enable == 1'b1)
    begin
		o_data = mem[address];
	end
    else
    begin
        o_data = 19'dz;
    end
end
endmodule
`timescale 1ns/1ns
module ram(
	input wire [31:0] address,
	input wire [31:0] din,
	input wire write_enable,
    input wire read_enable,
	output reg [31:0] dout
);
reg [31:0] mem [0:127];
always @* begin
	if (write_enable == 1'b1) begin
		mem[address] = din;
	end
	else if (read_enable == 1'b1) begin
		dout = mem[address];
	end
    else begin
        dout = 32'dz;
    end
end
endmodule
`timescale 1ns / 1ns
module unidad_control
(
	input [3:0] instruction,
	output reg write_enable_RB,
	output reg read_ram,
	output reg write_ram,
	output reg [3:0]alu_opcode,
	output reg demultiplexor
);
always @* begin
	case(instruction)
	4'b0000: 
		begin
			write_enable_RB = 1'b1;
			read_ram = 1'b0;
			write_ram = 1'b0;
			alu_opcode = 4'b0000;  
			demultiplexor = 1'b0;
		end
	4'b0001:
		begin
			write_enable_RB = 1'b1;
			read_ram = 1'b0;
			write_ram = 1'b0;
			alu_opcode = 4'b0001;  
			demultiplexor = 1'b0;
		end
	4'b0010:
		begin
			write_enable_RB = 1'b1;
			read_ram = 1'b0;
			write_ram = 1'b0;
			alu_opcode = 4'b0010;  
			demultiplexor = 1'b0;
		end
	4'b0011:
		begin
			write_enable_RB = 1'b1;
			read_ram = 1'b0;
			write_ram = 1'b0;
			alu_opcode = 4'b0110;  
			demultiplexor = 1'b0;
		end
	4'b0100:
		begin
			write_enable_RB = 1'b1;		
			read_ram = 1'b0;
			write_ram = 1'b0;
			alu_opcode = 4'b0111;  
			demultiplexor = 1'b0;
		end
	4'b0101:
		begin
			write_enable_RB = 1'b1;		
			read_ram = 1'b0;
			write_ram = 1'b0;
			alu_opcode = 4'b1100;  
			demultiplexor = 1'b0;
		end
	4'b0110:
		begin
			write_enable_RB = 1'b0;		
			read_ram = 1'b0;
			write_ram = 1'b1;
			alu_opcode = 4'bxxxx;  
			demultiplexor = 1'b1;
		end
	4'b0111:
		begin
			write_enable_RB = 1'b0;		
			read_ram = 1'b1;
			write_ram = 1'b0;
			alu_opcode = 4'bxxxx;  
			demultiplexor = 1'b1;
		end	
	default:
			begin
			write_enable_RB = 1'bz;
			read_ram = 1'bz;
			write_ram = 1'bz;
			alu_opcode = 4'bzzzz;
			demultiplexor = 1'bz;
			end
endcase
end
endmodule
==> ./run.sh <==
#!/bin/bash
# OpenROAD 26Q1-2900-gdf79404cd8, Yosys 0.63+post, stock flow scripts
make -C /OpenROAD-flow-scripts/flow DESIGN_CONFIG=/design/flow/config.mk WORK_HOME=/design/flow/orfs finish
==> ./config.mk <==
export PLATFORM = sky130hd
export DESIGN_NAME = jericalla_evolucion
export DESIGN_NICKNAME = jericalla_evolucion
export VERILOG_FILES = /design/flow/design.v
export SDC_FILE = /design/flow/constraint.sdc
export NUM_CORES = 4
export LEC_CHECK = 1
export CORE_UTILIZATION = 30
==> ./constraint.sdc <==
current_design jericalla_evolucion

set clk_period 1.8
set clk_io_pct 0.2

create_clock -name clk0 -period $clk_period [get_ports {clk}]

set non_clock_inputs [all_inputs -no_clocks]
set_input_delay [expr $clk_period * $clk_io_pct] -clock clk0 $non_clock_inputs
set_output_delay [expr $clk_period * $clk_io_pct] -clock clk0 [all_outputs]
==> job_summary.md <==
### Yosys + OpenROAD results

| Metric | Value |
|---|---|
| Status | `completed` |
| CTS max path bufs | `2` |
| YS chip area | `roughly 2000 um^2` |
| Worst-Skew Late Latency | `280 ps` |
| CP Capture Type | `output pin` |
| Mapped Cells | `roughly 150` |
| DRT iter0 DRCs | `37` |
| H-tree depth | `2` |
| Half-perimeter wire length after placement | `around 1200 um` |
| CP Data Required Time | `between 1000 and 1500 ps` |
| Post-synth cell types | `12` |
| First-pass GRT wire length | `3420 um` |
| Register pins left without a clock | `between 60 and 70` |
| Setup CP Type | `reg -> out` |
| Vias in the first global route | `a little over 700` |
| OpenROAD warning count | `32` |
| Worst Clk Skew | `between 0.08 and 0.09 ps` |
| Vias after detailed routing | `roughly 810` |
| Initial antenna violation count | `0` |
| CP Launch Type | `flop` |
| Yosys adder share | `0%` |
| Core Footprint | `roughly 6400 um^2` |
| Die height | `about 84 um` |
| Detailed Routing Iterations Pass 1 | `3` |
| Top area cell types | `dfxtp_1 (35%), dlxtn_1 (24%), dlxtp_1 (24%)` |
| RePlAce Congestion | `around 0.64` |
| Final worst-path cycle share | `~93%` |
| Die width | `83.6 um` |
| Drt wl/cell | `between 8 and 9 um` |
| Slowest stage delay, CP | `around 340 ps` |
| Pre-Place Util | `a little under a third` |
| Final setup vio count | `0` |
| WP data arrival | `about 1300 ps` |
| Residual DRC | `0` |
| Top cell area share | `about a third` |
| HP Class | `reg -> reg` |
| Max FO, Critical Path | `2` |
| Cells in synth_stat.txt | `between 100 and 150` |
| Register area | `~1700 um^2` |
| Total CTS buffers | `5` |
| Area growth from synthesis to layout | `7.64%` |
| Clock slew seen by the registers of the worst setup and hold paths | `roughly 60 ps` |
| Final-report hold violation count | `0` |
| Logic family by area | `buffers and inverters` |
| Largest net degree at the start of global routing | `65` |
| Hold WS | `~400 ps` |
| Post-synthesis cell area | `2000 um^2` |
| Aoi share | `0%` |
| MUX share of area | `0%` |
| Final std cells w/o fill | `around 230` |
| Maxcap violations | `0` |
| Post-CTS setup buffer count | `0` |
| Placed cells | `between 200 and 250` |
| Post-Syn Area per Cell | `around 14 um^2` |
| Port Buffers | `2` |
| RSZ-0062 raised after global routing | `false` |
| Fin area | `2150 um^2` |
| Achievable clock frequency | `between 0.5 and 0.6 GHz` |
| Final WL | `roughly 2000 um` |
| CTS root buffer | `clkbuf_8` |
| Share of cells above drive strength 1 | `13.5%` |
| AND/OR/NAND/NOR Cells, Area Fraction | `roughly 4.6%` |
| Area after DPL | `2000 um^2` |
| Post-DRT Antenna Nets | `0` |
| XOR Share, Synth | `0%` |
| Post-layout util | `around a third` |
| Post-synth regs | `99` |
| Area leader, netlist | `dfxtp_1` |
| CTS tree | `done` |
| PwrDens | `roughly 650 nW/um^2` |
| Endpoints left unconstrained | `around 96` |
| Fin crit period | `around 1700 ps` |
| Final Slew Violations | `0` |
| CP Cell Sequence | `nor4_4, nand4_1, nor2_1, clkbuf_2` |
| Gr usage total | `under 10%` |
| Peak supply drop | `approximately 0.36 mV` |
| I/O pins | `around 42` |
| Top cells excl fill/tap | `conb_1 (32), dlxtp_1 (32), dlxtn_1 (32)` |
| Fill count | `643` |
| Leakage | `a little under 1 nW` |
| Fin Setup TNS | `0 ps` |
| Synth warn | `20` |
| GRT Residual Overflow | `0` |
| Antenna Cells | `0` |
| Post-DR vias/cell | `around 3.5` |
| DIE AREA | `between 6000 and 7000 um^2` |
| Logic cell area | `between 200 and 300 um^2` |
| # rows | `29` |
| CP max stage cell | `dfxtp_2` |
[stage by stage]
| stage | total power [mW] | setup WS, ps |
|---|---|---|
| after floorplan | 0.894 | 728 |
| after global placement | 0.855 | -33.3 |
| after detailed placement | 0.855 | -11.7 |
| after CTS | 1.42 | 9.42 |
| after global routing | 1.46 | 45.4 |
| final | 1.39 | 123 |
[state kept, by name, summed over array words and instances (netlist names)]
signal,count
banco_de_registros_inst.data_register_2,32
banco_de_registros_inst.mem,32
buffer1_inst.o_DR1,32
contador_inst.contador_pulsos,2
contador_inst.selector_demux,1
[per-layer routing]
layer / routed length, um / global-route usage [%] / part of all wire, % / vias to the layer above
li1: - / - / - / 414
met1: 1050 / 10.4 / 51 / 376
met2: 860 / 7.98 / 42 / 16
met3: 93 / 2.21 / 4.5 / 4
met4: 39 / 1.69 / 1.9 / 0
met5: 0 / 0 / 0 / -
[power breakdown]
part / leakage, nW / switching, mW / internal [mW]
logic: 0.176 / 0.0146 / 0.00517
clock network: 0.0470 / 0.257 / 0.300
registers: 0.758 / 0.00188 / 0.814
[Yosys cell counts]
cell type and n:
dfxtp_1 35, buf_4 32, dlxtn_1 32, dlxtp_1 32, nor4_1 7, nand4_1 2
conb_1 1, nor2_1 1, nor2b_1 1, nor3_1 1, nor3b_1 1, nor4_2 1
[cells by family (layout without fill, tap and decap cells)]
group,after synthesis,in the layout
simple gates,14,14
flops,35,35
latches,64,64
buf+inv,32,10
other cells,1,32
[worst paths after layout]
check,from,endpoint,slack [ps],depth (start not counted)
max reg2reg,contador_inst.contador_pulsos[1],contador_inst.contador_pulsos[0],1230,1
max,buffer1_inst.o_DR1[19],zf,120,4
min,contador_inst.contador_pulsos[0],contador_inst.contador_pulsos[0],410,1
min reg2reg,contador_inst.contador_pulsos[0],contador_inst.contador_pulsos[0],410,1
[worst max-delay path, delay by kind of cell, from the launching register on]
kind                   cells  cell delay [ps]
buffers and inverters      1              110
DFF                        1              340
and+or+nand+nor            3              590
[cell type report]
| class | instances | share of cell area (%) |
|---|---|---|
| clock buffers | 6 | 3.84 |
| clock inverters | 1 | 0.233 |
| multi-input cells | 46 | 12.8 |
| well taps | 77 | 4.48 |
| repair buffers | 3 | 1.05 |
| flip-flops and latches | 99 | 77.6 |
[what timing repair did]
action                     CTS  global route
hold buffers                 0             0
cloned                       0             0
resized                      9             8
pin swaps                    4             6
setup endpoints to repair    1             1
Power figures rest on the tool's default switching activity, not on a simulated workload.
